## flow/constraint.sdc

```tcl
current_design up_down_counter

set clk_period 6.5
set clk_io_pct 0.2

create_clock -name clk0 -period $clk_period [get_ports {clk}]

set non_clock_inputs [all_inputs -no_clocks]
set_input_delay [expr $clk_period * $clk_io_pct] -clock clk0 $non_clock_inputs
set_output_delay [expr $clk_period * $clk_io_pct] -clock clk0 [all_outputs]
```

## flow/design.v

```verilog
module and2(
  input wire i1,
  i2,
  output wire o
);
assign o = i1&i2;
endmodule
module or2(
  input wire i1,
  i2,
  output wire o
);
assign o = i1|i2;
endmodule
module tfr(reset,clock,t,q);
input t,clock,reset;
output reg q;
always@(posedge clock)
begin
  case({reset,t})
    2'b00 :q=q;
    2'b01 :q=~q;
    default: q=0;
  endcase
end
endmodule
module up_down_counter(
  input wire clk,
  up,
  reset,
  output wire [15:0]out
);
wire[15:0] temp;
wire[14:0] and1_out, and2_out, or_out;
tfr t1(reset, clk, 1'b1, temp[0]);
and2 a1_1(temp[0], up, and1_out[0]);
and2 a1_2(!temp[0], !up, and2_out[0]);
or2 o1(and1_out[0], and2_out[0], or_out[0]);
tfr t2(reset, clk, or_out[0], temp[1]);
and2 a2_1(temp[1], and1_out[0], and1_out[1]);
and2 a2_2(!temp[1], and2_out[0], and2_out[1]);
or2 o2(and1_out[1], and2_out[1], or_out[1]);
tfr t3(reset, clk, or_out[1], temp[2]);
and2 a3_1(temp[2], and1_out[1], and1_out[2]);
and2 a3_2(!temp[2], and2_out[1], and2_out[2]);
or2 o3(and1_out[2], and2_out[2], or_out[2]);
tfr t4(reset, clk, or_out[2], temp[3]);
and2 a4_1(temp[3], and1_out[2], and1_out[3]);
and2 a4_2(!temp[3], and2_out[2], and2_out[3]);
or2 o4(and1_out[3], and2_out[3], or_out[3]);
tfr t5(reset, clk, or_out[3], temp[4]);
and2 a5_1(temp[4], and1_out[3], and1_out[4]);
and2 a5_2(!temp[4], and2_out[3], and2_out[4]);
or2 o5(and1_out[4], and2_out[4], or_out[4]);
tfr t6(reset, clk, or_out[4], temp[5]);
and2 a6_1(temp[5], and1_out[4], and1_out[5]);
and2 a6_2(!temp[5], and2_out[4], and2_out[5]);
or2 o6(and1_out[5], and2_out[5], or_out[5]);
tfr t7(reset, clk, or_out[5], temp[6]);
and2 a7_1(temp[6], and1_out[5], and1_out[6]);
and2 a7_2(!temp[6], and2_out[5], and2_out[6]);
or2 o7(and1_out[6], and2_out[6], or_out[6]);
tfr t8(reset, clk, or_out[6], temp[7]);
and2 a8_1(temp[7], and1_out[6], and1_out[7]);
and2 a8_2(!temp[7], and2_out[6], and2_out[7]);
or2 o8(and1_out[7], and2_out[7], or_out[7]);
tfr t9(reset, clk, or_out[7], temp[8]);
and2 a9_1(temp[8], and1_out[7], and1_out[8]);
and2 a9_2(!temp[8], and2_out[7], and2_out[8]);
or2 o9(and1_out[8], and2_out[8], or_out[8]);
tfr t10(reset, clk, or_out[8], temp[9]);
and2 a10_1(temp[9], and1_out[8], and1_out[9]);
and2 a10_2(!temp[9], and2_out[8], and2_out[9]);
or2 o10(and1_out[9], and2_out[9], or_out[9]);
tfr t11(reset, clk, or_out[9], temp[10]);
and2 a11_1(temp[10], and1_out[9], and1_out[10]);
and2 a11_2(!temp[10], and2_out[9], and2_out[10]);
or2 o11(and1_out[10], and2_out[10], or_out[10]);
tfr t12(reset, clk, or_out[10], temp[11]);
and2 a12_1(temp[11], and1_out[10], and1_out[11]);
and2 a12_2(!temp[11], and2_out[10], and2_out[11]);
or2 o12(and1_out[11], and2_out[11], or_out[11]);
tfr t13(reset, clk, or_out[11], temp[12]);
and2 a13_1(temp[12], and1_out[11], and1_out[12]);
and2 a13_2(!temp[12], and2_out[11], and2_out[12]);
or2 o13(and1_out[12], and2_out[12], or_out[12]);
tfr t14(reset, clk, or_out[12], temp[13]);
and2 a14_1(temp[13], and1_out[12], and1_out[13]);
and2 a14_2(!temp[13], and2_out[12], and2_out[13]);
or2 o14(and1_out[13], and2_out[13], or_out[13]);
tfr t15(reset, clk, or_out[13], temp[14]);
and2 a15_1(temp[14], and1_out[13], and1_out[14]);
and2 a15_2(!temp[14], and2_out[13], and2_out[14]);
or2 o15(and1_out[14], and2_out[14], or_out[14]);
tfr t16(reset, clk, or_out[14], temp[15]);
assign out = temp;
endmodule 
```

## flow/run.sh

```bash
#!/bin/bash
# OpenROAD 26Q1-2900-gdf79404cd8, Yosys 0.63+post, stock flow scripts
make -C /OpenROAD-flow-scripts/flow DESIGN_CONFIG=/design/flow/config.mk WORK_HOME=/design/flow/orfs finish
```

## flow/config.mk

```make
export PLATFORM = sky130hd
export DESIGN_NAME = up_down_counter
export DESIGN_NICKNAME = up_down_counter
export VERILOG_FILES = /design/flow/design.v
export SDC_FILE = /design/flow/constraint.sdc
export NUM_CORES = 4
export LEC_CHECK = 1
export CORE_AREA = 10 10 83 83
export DIE_AREA = 0 0 93 93
```

==> results_dict.tcl <==
# metrics dict for downstream scripts
set metrics [dict create \
    fin_crit_sh_pct 45.5 \
    regToRegStartpoint "t8.q$_DFFE_PP_" \
    reg2reg_slack_ns 4.77 \
    dp_hpwl_mm 1.70 \
    cts_tree "built" \
    grt_pass1_vias 858 \
    cp_max_fo 17 \
    ir_worst_vdd_mv 0.0693 \
    arrival_ns 2.91 \
    clk_latency_ns 0.25 \
    grt.total_usage_pct 5.93 \
    yosysUniqueCellTypes 29 \
    overflow 0 \
    final-max-slew-violation-count 0 \
    finalSetupViolations 0 \
    fillers 575 \
    path_clk_slew_ns 0.06 \
    drive_above_1_share_pct 11.9 \
    die_h_um 93 \
    drt-pass1-iter-count 6 \
    crit_path_start "reset" \
    design_area_mm2 0.00132 \
    yosysCellCount 118 \
    rsz0062_at_grt "no" \
    place_area_mm2 0.00126 \
    grt_start_max_net_pins 18 \
    die_w_um 93 \
    worst_slew_pin_slew_ns 0.755 \
    reg2reg_depth 3 \
    via_per_inst 4.60 \
    synth.avg_cell_area_um2 9.74 \
    worst_r2r_endpoint "t16.q$_DFFE_PP_" \
    status "completed" \
    cp_slowest_cell "clkdlybuf4s50_1" \
    grt_pass1_wl_mm 4.23 \
    ys_chip_area_mm2 0.00115 \
    cts_max_path_buffers 2 \
    power_frac_comb_pct 13.6 \
    die_area_mm2 0.00865 \
    whs_path_depth 1 \
    pre_cts_slack_ns 3.27 \
    yosysTopAreaCell "edfxtp_1" \
    final.setup.worst_slack_ns 3.54 \
    cpLargestDelayFamily "buffers and inverters" \
    ys_ff 16 \
    drtIter0Drc 49 \
    tool_warnings 26 \
    cts_setup_buffers 0 \
    gp_congestion 0.797 \
    cts_sinks 16 \
    rows 26 \
    crit_buf_inv 2 \
    power_density_mw_per_mm2 192 \
    hold_viol 0 \
    antenna_found_initial 0 \
    area_growth_syn_to_layout_pct 14.7 \
    path_class "input port to register" \
    start_kind "input port" \
    cts-root-buf "clkbuf_8" \
    required_ns 6.46 \
    leakage_uw 0.000429 \
    ys_seq_share_pct 40.9 \
    switching_share_pct 23.9 \
    topCellsByArea "edfxtp_1 (39%), buf_4 (12%), nand3_1 (7.4%), a211oi_2 (5.4%), nand4_1 (4.4%)" \
    p_int_uw 192 \
    routed_wl_mm 2.48 \
    holdBufCountCts 0 \
    synth_top_area_share_pct 39.2 \
    io_buffers 18 \
    yosysWarnings 1 \
    antennaDiodeCount 0 \
    fp_util_pct 22.4 \
    min_to "t1.q$_SDFF_PP0_" \
    htreeDepth 1 \
    core_mm2 0.00514 \
    drc 0 \
    min_period_ns 2.96 \
    setup_tns_ns 0 \
    max_slew_margin_pct 49.5 \
    num_vias 864 \
    power.switching_uw 60.4 \
    avgRoutedWirePerCell_um 13.2 \
    min-delay-start "t1.q$_SDFF_PP0_" \
    syn_inst 118 \
    finClkSkew_ns 0.00250 \
    synthesis.area_mm2 0.00115 \
    cts_resized 0 \
    worstSetupEndpointType "register" \
    fmax_mhz 338 \
    cts_inserted_buffers 3 \
    cp_slowest_stage_delay_ns 0.96 \
    path_cells "clkdlybuf4s50_1 -> inv_1 -> nand3_1" \
    clkPwrFrac_pct 34.6 \
    seqPwrFrac_pct 51.8 \
    hp-class "register to register" \
    drv_cap 0 \
    route.antenna.remaining_nets 0 \
    ios 19 \
]
logic make-up (layout without fill, tap and decap cells):
kind of cell,count (synthesis),after routing,synth area share (%)
buf+inv,26,26,15.0
flops,16,16,40.9
mux,1,1,0.871
fa+ha+maj,2,2,2.18
simple gates,62,62,31.6
compound gates,11,11,9.47
area by class of cell:
class	count	area (um2)	share of cell area (%)
Tap cell	70	87.6	6.64
Inverter	3	11.3	0.854
Timing Repair Buffer	19	188	14.2
Sequential cell	16	470	35.7
Multi-Input combinational cell	76	507	38.4
Clock buffer	4	55.1	4.17
layer usage:
| metal | vias to the layer above | GRT usage, % | share of wire (%) |
|---|---|---|---|
| li1 | 434 | - | - |
| met4 | 0 | 0.386 | 0.77 |
| met5 | - | 0 | 0 |
| met1 | 409 | 7.86 | 46 |
| met3 | 2 | 2.58 | 8.1 |
| met2 | 19 | 9.23 | 46 |
worst max path at each step:
| stage | cells after the start | slack, ns | endpoint |
|---|---|---|---|
| final | 3 | 3.54 | t10.q$_DFFE_PP_ |
| after global routing | 3 | 3.49 | t16.q$_DFFE_PP_ |
| after CTS | 3 | 3.55 | t12.q$_DFFE_PP_ |
synth_stat cells (all sizes together):
master / instances
inv: 3
a2bb2oi: 1
nand4: 8
nor3b: 1
nor3: 7
nand3: 17
and3: 2
mux2i: 1
nand2: 9
nor4b: 1
nor2: 6
and4: 3
and2: 2
nand3b: 1
clkbuf: 3
edfxtp: 15
ha: 2
dfxtp: 1
nor2b: 1
nor4: 2
buf: 20
a211oi: 10
nand4b: 2
placed cells by master, fill, tap and decap left out, drive strengths merged:
cell,netlist,layout
clkdlybuf4s50,0,18
nand3,17,17
edfxtp,15,15
a211oi,10,10
nand2,9,9
nand4,8,8
nor3,7,7
nor2,6,6
clkbuf,3,4
inv,3,3
and4,3,3
and3,2,2
nand4b,2,2
and2,2,2
ha,2,2
nor4,2,2
nor4b,1,1
nand3b,1,1
mux2i,1,1
nor3b,1,1
a2bb2oi,1,1
nor2b,1,1
buf,20,1
dfxtp,1,1
power by group through the flow:
| stage | Sequential (uW) | Clock (uW) | Combinational (uW) |
|---|---|---|---|
| final | 131 | 87.4 | 34.5 |
| after CTS | 131 | 90.0 | 35.3 |
| after global routing | 133 | 95.5 | 39.0 |
stage by stage:
| stage | std cells | power [uW] | hold WS (ns) | utilization [%] |
|---|---|---|---|---|
| floorplan | 118 | 156 | 0.414 | - |
| global placement | 184 | 168 | 0.453 | 24.6 |
| detailed placement | 184 | 168 | 0.434 | 24.6 |
| CTS | 188 | 256 | 0.464 | 25.7 |
| global route | 188 | 267 | 0.498 | 25.7 |
| finish | 188 | 253 | 0.460 | 25.7 |
Power figures rest on the tool's default switching activity, not on a simulated workload.
